===== ./run.sh =====
#!/bin/bash
# OpenROAD 26Q1-2900-gdf79404cd8, Yosys 0.63+post, stock flow scripts
make -C /OpenROAD-flow-scripts/flow DESIGN_CONFIG=/design/flow/config.mk WORK_HOME=/design/flow/orfs finish

===== ./design.v =====
`timescale   1ns/1ps
module str_ofs_conv
#(
	parameter DATA_WIDTH								= 512,
	parameter BYTE_WIDTH								= 8,
	parameter MODE										= 0,  
	parameter BLK_B_NUM									= 1,
	parameter SIM 										= "FALSE",
	parameter DEBUG										= "FALSE"
)
(
	input												i_clk,	 
	input												i_rst,	 
	input 												i_conv_vld,
	output 												o_conv_rdy,
	input 	[log2(DATA_WIDTH/BYTE_WIDTH - 1) - 1 : 0]	i_conv_s_ofs,
	input 	[log2(DATA_WIDTH/BYTE_WIDTH - 1) - 1 : 0]	i_conv_m_ofs,
	input 	[DATA_WIDTH - 1 : 0]						s_axis_tdata,
	input 	[DATA_WIDTH/BYTE_WIDTH - 1 : 0]				s_axis_tkeep,
	input 												s_axis_tlast,
	input												s_axis_tvld,
	output 												s_axis_trdy,
	output 	[DATA_WIDTH - 1 : 0]						m_axis_tdata,
	output 	[DATA_WIDTH/BYTE_WIDTH - 1 : 0] 			m_axis_tkeep,
	output												m_axis_tlast,
	output 												m_axis_tvld,
	input 												m_axis_trdy
);
	function integer log2 (input integer depth);
	begin
		for(log2 = 0; depth>0; log2 = log2 + 1) depth = depth >> 1;
	end
	endfunction
	localparam BYTE_CNT				= DATA_WIDTH/BYTE_WIDTH;
	localparam SHIFTER_BYTE_CNT 	= BYTE_CNT*2 - 1;
	localparam NEW_BYTE_POS_MAX 	= SHIFTER_BYTE_CNT - BYTE_CNT;
	localparam NEW_BYTE_POS_WIDTH	= log2(NEW_BYTE_POS_MAX);
	localparam NEXT_BYTE_POS_MAX 	= SHIFTER_BYTE_CNT;
	localparam NEXT_BYTE_POS_WIDTH	= log2(NEXT_BYTE_POS_MAX);
	localparam CONV_OFS_WIDTH 		= log2(DATA_WIDTH/BYTE_WIDTH - 1);
	localparam BLK_B_WIDTH			= log2(BLK_B_NUM - 1);
	typedef struct {
		logic [BYTE_WIDTH - 1 : 0] 						sft_data [SHIFTER_BYTE_CNT - 1 : 0];
		logic [SHIFTER_BYTE_CNT - 1 : 0]				sft_keep;
		logic 											sft_last;
		logic 											sft_vld;
		logic 											rcv_last;
		logic [NEXT_BYTE_POS_WIDTH - 1 : 0]				next_byte_pos;
		logic 											next_byte_flag; 
		logic 											trans_en;
		logic [CONV_OFS_WIDTH - 1 : 0]					first_ofs;
  	} str_ofs_conv_s;
  	str_ofs_conv_s r,rn;
	genvar idx, idx0;
	integer i, j, cnt;
	integer byte_cnt;
	logic [SHIFTER_BYTE_CNT * BYTE_WIDTH - 1 : 0] 	oa_data;
	logic [BYTE_WIDTH - 1 : 0] 						oa_data_array [SHIFTER_BYTE_CNT - 1 : 0];
	logic [SHIFTER_BYTE_CNT - 1 : 0]				oa_keep;
	logic [NEW_BYTE_POS_WIDTH - 1 : 0]				new_byte_pos;
	logic [CONV_OFS_WIDTH - 1 : 0]					conv_s_ofs,conv_m_ofs;
	generate
		for (idx = 0; idx < SHIFTER_BYTE_CNT; idx = idx + 1) begin
			assign oa_data_array[idx] = oa_data[(idx + 1) * BYTE_WIDTH - 1 : idx * BYTE_WIDTH];
		end
		for (idx = 0; idx < BYTE_CNT; idx = idx + 1) begin
			assign m_axis_tdata[(idx + 1) * BYTE_WIDTH - 1 : idx * BYTE_WIDTH] = r.sft_data[idx];
		end
		if(MODE != 1) begin
			assign oa_data = (r.next_byte_flag == 1'b1) ? s_axis_tdata << new_byte_pos * BYTE_WIDTH : s_axis_tdata >> new_byte_pos * BYTE_WIDTH;
			assign oa_keep = (r.next_byte_flag == 1'b1) ? s_axis_tkeep << new_byte_pos : s_axis_tkeep >> new_byte_pos;
		end else begin
			assign oa_data = s_axis_tdata << new_byte_pos * BYTE_WIDTH;
			assign oa_keep = s_axis_tkeep << new_byte_pos;
		end
	endgenerate
	assign conv_s_ofs 	= (MODE == 1)? {CONV_OFS_WIDTH{1'b0}} : {i_conv_s_ofs[CONV_OFS_WIDTH - 1 : BLK_B_WIDTH], {BLK_B_WIDTH{1'b0}}};
	assign conv_m_ofs 	= (MODE == 2)? {CONV_OFS_WIDTH{1'b0}} : {i_conv_m_ofs[CONV_OFS_WIDTH - 1 : BLK_B_WIDTH], {BLK_B_WIDTH{1'b0}}};
	assign new_byte_pos = r.next_byte_pos[NEW_BYTE_POS_WIDTH - 1 : 0];
	always_comb begin	
		rn = r;
		if(m_axis_tvld & m_axis_trdy)begin
			rn.sft_keep[BYTE_CNT - 1] = 1'b0;
			for (i = 0; i < SHIFTER_BYTE_CNT - BYTE_CNT; i = i + 1) begin
				rn.sft_data[i] = rn.sft_data[i + BYTE_CNT];
				rn.sft_keep[i] = rn.sft_keep[i + BYTE_CNT];
			end
			rn.sft_keep[SHIFTER_BYTE_CNT - 1 : BYTE_CNT] = {(SHIFTER_BYTE_CNT - BYTE_CNT){1'b0}};			
		end
		if(s_axis_tvld & s_axis_trdy) begin
			for (i = 0; i < SHIFTER_BYTE_CNT; i = i + 1) begin
				if (oa_keep[i] == 1'b1) begin
					rn.sft_data[i] = oa_data_array[i];
					rn.sft_keep[i] = 1'b1;
				end
			end			
		end
		if(m_axis_tvld & m_axis_trdy & m_axis_tlast)begin
			rn.rcv_last = 1'b0;
		end
		if(s_axis_tvld & s_axis_trdy & s_axis_tlast) begin
			rn.rcv_last = 1'b1;
		end
		if (m_axis_tvld & m_axis_trdy) begin
			rn.next_byte_pos = r.next_byte_pos - BYTE_CNT;
			if(m_axis_tlast)
				rn.next_byte_pos = {NEXT_BYTE_POS_WIDTH{1'b0}};
		end
		if (s_axis_tvld & s_axis_trdy) begin
			byte_cnt = 0;
			for(cnt = 0; cnt < BYTE_CNT; cnt = cnt + 1)begin
				if(s_axis_tkeep[cnt] == 1'b1)begin
					byte_cnt = byte_cnt + 1;
				end
			end
			if (r.next_byte_flag == 1'b0 && MODE != 1) begin  
				rn.next_byte_pos 	= r.first_ofs + byte_cnt - rn.next_byte_pos;
				rn.next_byte_flag	= 1'b1;
			end else begin  
				rn.next_byte_pos 	= r.first_ofs + byte_cnt + rn.next_byte_pos;
			end
			rn.first_ofs = {CONV_OFS_WIDTH{1'b0}};
		end
		if(m_axis_tvld & m_axis_trdy) begin
			rn.sft_vld = 1'b0;
		end
		if (rn.next_byte_pos >= BYTE_CNT || rn.rcv_last == 1'b1) begin
			rn.sft_vld = 1'b1;
		end
		if(m_axis_tvld & m_axis_trdy & m_axis_tlast) begin
			rn.sft_last = 1'b0;
			rn.trans_en = 1'b0;
		end
		if(rn.next_byte_pos <= BYTE_CNT && rn.rcv_last == 1'b1)begin
			rn.sft_last = 1'b1;
		end
		if (i_conv_vld & o_conv_rdy) begin
			if (conv_m_ofs >= conv_s_ofs) begin
				rn.next_byte_pos 	= conv_m_ofs - conv_s_ofs;
				rn.next_byte_flag	= 1'b1;
			end else if(MODE != 1)begin  
				rn.next_byte_pos 	= conv_s_ofs - conv_m_ofs;
				rn.next_byte_flag	= 1'b0;
			end
			rn.first_ofs	= conv_s_ofs;
			rn.trans_en 	= 1'b1;
		end		
	end
	assign o_conv_rdy	= !r.trans_en;
	assign m_axis_tkeep	= r.sft_keep;
	assign m_axis_tlast	= r.sft_last;
	assign m_axis_tvld	= r.sft_vld;
	assign s_axis_trdy 	= r.trans_en == 1'b1 && r.rcv_last == 1'b0 && ((r.next_byte_pos < BYTE_CNT) || m_axis_trdy == 1'b1);
	generate
		if(DEBUG == "TRUE") begin
		end
	endgenerate
	always_ff @(posedge i_clk) begin
		r <= rn;
		if(i_rst == 1'b1) begin
			for(j = 0; j < SHIFTER_BYTE_CNT; j = j + 1)begin
				r.sft_data[j] <= {BYTE_WIDTH{1'b0}};
			end
			r.sft_keep 			<= {SHIFTER_BYTE_CNT{1'b0}};
			r.sft_last 			<= 1'b0;
			r.sft_vld			<= 1'b0;
			r.rcv_last			<= 1'b0;
			r.next_byte_pos		<= {NEXT_BYTE_POS_WIDTH{1'b0}};
			r.next_byte_flag	<= 1'b0;
			r.trans_en			<= 1'b0;
			r.first_ofs			<= {CONV_OFS_WIDTH{1'b0}};
		end
	end
endmodule

===== ./config.mk =====
export PLATFORM = sky130hd
export DESIGN_NAME = str_ofs_conv
export DESIGN_NICKNAME = str_ofs_conv
export VERILOG_FILES = /design/flow/design.v
export SDC_FILE = /design/flow/constraint.sdc
export NUM_CORES = 4
export LEC_CHECK = 1
export CORE_UTILIZATION = 40
export SYNTH_HDL_FRONTEND = slang

===== ./constraint.sdc =====
current_design str_ofs_conv

set clk_period 94.7
set clk_io_pct 0.2

create_clock -name clk0 -period $clk_period [get_ports {i_clk}]

set non_clock_inputs [all_inputs -no_clocks]
set_input_delay [expr $clk_period * $clk_io_pct] -clock clk0 $non_clock_inputs
set_output_delay [expr $clk_period * $clk_io_pct] -clock clk0 [all_outputs]

==> flow_metrics.env <==
# physical design summary
export IMPL_status="stopped before the end"
export IMPL_haltStage="global routing"
export IMPL_tool_error="[ERROR GRT-0116] Global routing finished with congestion. Check the congestion regions in the DRC Viewer."
export IMPL_grt_util_all_layers=0.781
export IMPL_io_buffer_count=1173
export IMPL_cts_root_buf="clkbuf_16"
export IMPL_syn_inst=18200
export IMPL_clk_path_buf_depth=4
export IMPL_dpl_hpwl_um=1000000
export IMPL_synthesis_area_um2=131000
export IMPL_place_ws_ns=35.78
export IMPL_top_cell_area_share=0.201
export IMPL_numClockSinks=1161
export IMPL_ys_warn_count=0
export IMPL_synth_edff_count=0
export IMPL_grt_max_degree=177
export IMPL_dp_cells=22900
export IMPL_top_area_cell="mux2i_1"
export IMPL_h_tree_depth=4
export IMPL_cts_setup_buffers=0
export IMPL_std_cell_rows=210
export IMPL_async_flop_share=0
export IMPL_ys_seq_frac=0.177
export IMPL_grt_pass1_wl_um=1700000
export IMPL_grt_ovfl_total=46
export IMPL_fp_util=0.402
export IMPL_yosys_area_um2=131000
export IMPL_grt_pass1_vias=169000
export IMPL_synthTopCellsByArea="mux2i_1 20%, dfxtp_1 18%, nor2_1 8.4%"
export IMPL_cts_hold_fix_buffers=0
export IMPL_syn_avg_cell_area_um2=7.21
export IMPL_numSynthFlops=1161
export IMPL_io_pins=1174
export IMPL_die_height_um=575
export IMPL_ff_type="dfxtp_1"
export IMPL_cts_resized=0
export IMPL_ys_types=107
export IMPL_fp_dieW_um=575
export IMPL_ys_cells=18200
export IMPL_place_gp_congestion=1.39
export IMPL_cts_made_buffers=139
==> cells by family after synthesis <==
logic type	Yosys count	share of synthesized area
mux	3361	0.267
simple gates	5720	0.188
flops	1161	0.177
xor+xnor	415	0.0339
compound gates	5125	0.241
buf+inv	2359	0.0841
fa+ha+maj	95	0.00925
==> through the flow <==
step	area, um^2	hold slack (ns)	power, uW
floorplan	131000	0.432	19400
global placement	150000	0.439	24300
detailed placement	150000	0.447	24300
CTS	154000	0.434	25000
==> synthesized netlist by cell type (all sizes together), types with 112 or more instances <==
master and count:
mux2 678, clkbuf 1290, dfxtp 1161, buf 960
o22ai 550, a311oi 297, a22oi 196, xor2 123
nand3 112, mux2i 2636, a211oi 766, nand2 1463
o21ai 1504, nand2b 512, nor2 2927, a21oi 1212
xnor2 256, and2 260
==> metal layers <==
metal,global-route usage,overflow
met2,0.897,26
met5,0.506,0
met3,0.666,1
met1,0.796,0
met4,0.743,19
No activity file was given, so power comes from the tool's default toggle rates.

`flow/design.v`:
```
`timescale   1ns/1ps
module asyn_fifo
#(
	parameter WIDTH			= 32,
	parameter DEPTH 		= 512,
	parameter FWFT			= "FALSE",
	parameter ALM_FULL_VAL	= 256,
	parameter ALM_EMPTY_VAL	= 256,
	parameter PROTECT_WRITE	= "FALSE",
	parameter PROTECT_READ	= "FALSE",
	parameter SIM 			= "FALSE",
	parameter DEBUG			= "FALSE"
)
(
	input							i_wr_clk,
	input							i_wr_rst,
	input 							i_wr_en,
	input 	[WIDTH - 1 : 0]			i_wr_data,
	output 							o_wr_full,
	output 							o_wr_almost_full,
	output 	[log2(DEPTH) - 1 : 0]	o_wr_data_cnt,
	input 							i_rd_clk,
	input 							i_rd_rst,
	input 							i_rd_en,
	output 	[WIDTH - 1 : 0]			o_rd_data,
	output							o_rd_empty,
	output							o_rd_almost_empty,
	output 	[log2(DEPTH) - 1 : 0]	o_rd_data_cnt
);
	localparam DEPTH_WIDTH 	= log2(DEPTH); 		 
	localparam ADDR_WIDTH 	= log2(DEPTH - 1); 	 
	function integer log2 (input integer depth);
	begin
		for(log2 = 0; depth>0; log2 = log2 + 1) depth = depth >> 1;
	end
	endfunction
	typedef struct {
		logic [ADDR_WIDTH - 1 	: 0] 	wr_addr;
		logic 							wr_flag;
		logic [DEPTH_WIDTH - 1 	: 0]	wr_data_cnt;
		logic [1:0]						syn_rd_flag;
		logic [ADDR_WIDTH - 1 	: 0] 	syn_rd_addr	[1:0];
		logic [WIDTH - 1 		: 0] 	buff 		[DEPTH - 1 : 0];
  	} asyn_fifo_wr_s;
	typedef struct {
		logic [ADDR_WIDTH - 1 	: 0] 	rd_addr;
		logic 							rd_flag;
		logic [DEPTH_WIDTH - 1 	: 0]	rd_data_cnt;
		logic [DEPTH_WIDTH - 1 	: 0]	rd_ft_data_cnt;
		logic [WIDTH - 1 		: 0]	rd_data;
		logic [1:0]						syn_wr_flag;
		logic [ADDR_WIDTH - 1 	: 0] 	syn_wr_addr	[1:0];
		logic							rd_ft_vld;
  	} asyn_fifo_rd_s;
	logic [ADDR_WIDTH - 1 : 0]	gray_wr_addr;
	logic [ADDR_WIDTH - 1 : 0] 	gray_rd_addr;
  	asyn_fifo_wr_s rw,rwn;
  	asyn_fifo_rd_s rr,rrn;
	logic rd_empty_ft;
	logic rd_en_i; 
	logic wr_en_i; 
	always_comb begin	
		rwn = rw;
		rrn = rr;
		rwn.syn_rd_flag 	= {rw.syn_rd_flag[0], rr.rd_flag};
		rwn.syn_rd_addr[0]	= rr.rd_addr;
		rwn.syn_rd_addr[1]	= rw.syn_rd_addr[0];
		if(wr_en_i == 1'b1) begin
			rwn.wr_addr 			= rw.wr_addr + 1'b1;
			rwn.buff[gray_wr_addr]	= i_wr_data;
			if(rw.wr_addr == DEPTH - 1) begin
				rwn.wr_addr = {ADDR_WIDTH{1'b0}};
				rwn.wr_flag = ~rw.wr_flag;
			end
		end
		rwn.wr_data_cnt = rw.wr_addr - rw.syn_rd_addr[1];
		if(rw.wr_flag ^ rw.syn_rd_flag) begin
			rwn.wr_data_cnt = DEPTH - rw.syn_rd_addr[1] + rw.wr_addr;
		end
		rrn.syn_wr_flag 	= {rr.syn_wr_flag[0], rw.wr_flag};
		rrn.syn_wr_addr[0]	= rw.wr_addr;
		rrn.syn_wr_addr[1]	= rr.syn_wr_addr[0];
		if(i_rd_en == 1'b1) begin
			rrn.rd_addr = rr.rd_addr + 1'b1;
			if(rr.rd_addr == DEPTH - 1) begin
				rrn.rd_addr = {ADDR_WIDTH{1'b0}};
				rrn.rd_flag = ~rr.rd_flag;
			end
		end
		rrn.rd_data_cnt = rr.syn_wr_addr[1] - rr.rd_addr;
		if(rr.rd_flag ^ rr.syn_wr_flag) begin
			rrn.rd_data_cnt = DEPTH - rr.rd_addr + rr.syn_wr_addr[1];
		end
		if(FWFT == "FALSE") begin
			if(i_rd_en == 1'b1) begin
				rrn.rd_data = rw.buff[gray_rd_addr];
			end
		end else begin 
			rrn.rd_ft_data_cnt = rrn.rd_data_cnt + rr.rd_ft_vld;
			if(i_rd_en == 1'b1) begin
				rrn.rd_ft_vld 	= 1'b0;
			end
			if(rd_en_i)begin  
				rrn.rd_data 	= rw.buff[gray_rd_addr];
				rrn.rd_ft_vld 	= 1'b1;
			end
		end
	end
	assign rd_en_i 			= (!rr.rd_ft_vld ||(rr.rd_ft_vld & i_rd_en))&&(rr.rd_data_cnt != {DEPTH_WIDTH{1'b0}});
	assign wr_en_i 			= (PROTECT_WRITE == "TRUE")? (i_wr_en & o_wr_full) : i_wr_en;
	assign rd_empty_ft		= !rr.rd_ft_vld;
	assign gray_wr_addr = rw.wr_addr ^ (rw.wr_addr >> 1);
	assign gray_rd_addr = rr.rd_addr ^ (rr.rd_addr >> 1);
	assign o_wr_full 			= (rw.wr_data_cnt >= DEPTH)? 1'b1 : 1'b0;
	assign o_wr_almost_full 	= (rw.wr_data_cnt >= ALM_FULL_VAL)? 1'b1 : 1'b0;
	assign o_wr_data_cnt		= rw.wr_data_cnt;
	assign o_rd_data			= rr.rd_data;
	generate
		if(FWFT == "FALSE") begin
			assign o_rd_empty			= (rr.rd_data_cnt == {DEPTH_WIDTH{1'b0}})? 1'b1 : 1'b0;
			assign o_rd_almost_empty	= (rr.rd_data_cnt <= ALM_EMPTY_VAL)? 1'b1 : 1'b0;
			assign o_rd_data_cnt		= rr.rd_data_cnt;		
		end else begin
			assign o_rd_empty			= rd_empty_ft;
			assign o_rd_almost_empty	= (rr.rd_ft_data_cnt <= ALM_EMPTY_VAL)? 1'b1 : 1'b0;
			assign o_rd_data_cnt		= rr.rd_ft_data_cnt;
		end
	endgenerate
	always_ff @(posedge i_wr_clk) begin
		rw <= rwn;
		if(i_wr_rst == 1) begin
			rw.wr_addr 			<= {ADDR_WIDTH{1'b0}};
			rw.wr_flag			<= 1'b0;
			rw.wr_data_cnt 		<= {DEPTH_WIDTH{1'b0}};
			rw.syn_rd_flag		<= 2'd0;
			rw.syn_rd_addr[0]	<= {ADDR_WIDTH{1'b0}};
			rw.syn_rd_addr[1]	<= {ADDR_WIDTH{1'b0}};
		end
	end
	always_ff @(posedge i_rd_clk) begin
		rr <= rrn;
		if(i_rd_rst == 1) begin
			rr.rd_addr			<= {ADDR_WIDTH{1'b0}};
			rr.rd_flag			<= 1'b0;
			rr.rd_data_cnt		<= {DEPTH_WIDTH{1'b0}};
			rr.rd_ft_data_cnt	<= {DEPTH_WIDTH{1'b0}};
			rr.rd_data			<= {WIDTH{1'b0}};
			rr.syn_wr_flag		<= 2'd0;
			rr.syn_wr_addr[0]	<= {ADDR_WIDTH{1'b0}};
			rr.syn_wr_addr[1]	<= {ADDR_WIDTH{1'b0}};
			rr.rd_ft_vld		<= 1'b0;
		end
	end
endmodule
```
`flow/config.mk`:
```
export PLATFORM = sky130hd
export DESIGN_NAME = asyn_fifo
export DESIGN_NICKNAME = asyn_fifo
export VERILOG_FILES = /design/flow/design.v
export SDC_FILE = /design/flow/constraint.sdc
export NUM_CORES = 4
export LEC_CHECK = 1
export CORE_UTILIZATION = 40
export SYNTH_HDL_FRONTEND = slang
```
`flow/run.sh`:
```
#!/bin/bash
# OpenROAD 26Q1-2900-gdf79404cd8, Yosys 0.63+post, stock flow scripts
make -C /OpenROAD-flow-scripts/flow DESIGN_CONFIG=/design/flow/config.mk WORK_HOME=/design/flow/orfs finish
```
`flow/constraint.sdc`:
```
current_design asyn_fifo

set clk_period 555.6
set clk_io_pct 0.2

create_clock -name clk0 -period $clk_period [get_ports {i_rd_clk}]
create_clock -name clk1 -period $clk_period [get_ports {i_wr_clk}]

set non_clock_inputs [all_inputs -no_clocks]
set_input_delay [expr $clk_period * $clk_io_pct] -clock clk0 $non_clock_inputs
set_output_delay [expr $clk_period * $clk_io_pct] -clock clk0 [all_outputs]
```
==> results.sh <==
# source this file to load flow results
export IMPL_ys_cells=27900
export IMPL_syn_inst=27900
export IMPL_drt_initial_drc_count=24000
export IMPL_layout_drive_gt1_share_pct=28.9
export IMPL_synth_seq_share_pct=78.4
export IMPL_rsz0062_at_grt="false"
export IMPL_cap_viol_max_count=0
export IMPL_die_w_mm=1.26
export IMPL_cpMostUsedCell="buf_4"
export IMPL_worstPathBufferInverterCount=4
export IMPL_grt_start_max_net_pins=96
export IMPL_path_class="input pin to flop"
export IMPL_design_area_sq_um=724000
export IMPL_cts_sinks=16500
export IMPL_p_leak_nw=220
export IMPL_synth_edff_count=16400
export IMPL_area_leaders="edfxtp_1, mux4_2, mux2i_1"
export IMPL_min_to="rw[16391]"
export IMPL_synthesis_area_sq_um=630000
export IMPL_grt_pass1_vias=342000
export IMPL_flop_cell="edfxtp_1"
export IMPL_clk_transition_reported_paths_ps=90
export IMPL_worst_path_max_delay_cell="clkdlybuf4s50_1"
export IMPL_chipArea_sq_um=1580000
export IMPL_fp_dieH_mm=1.26
export IMPL_cp_max_fo=20
export IMPL_core_sq_um=1570000
export IMPL_worstPathArrival_ps=116120
export IMPL_fp_util_pct=40.1
export IMPL_boundaryPins=94
export IMPL_fill_cells=126000
export IMPL_avgSynthCellArea_sq_um=22.6
export IMPL_dr_pass1_iters=6
export IMPL_hold_violations=0
export IMPL_warnings=29
export IMPL_cp_top_family="buffers and inverters"
export IMPL_min_from="rr[81]"
export IMPL_rr_worst_depth=15
export IMPL_start_kind="input pin"
export IMPL_syn_to_final_growth_pct=14.9
export IMPL_crit_path_max_incr_delay_ps=1000
export IMPL_fin_setup_tns_ps=0
export IMPL_power_mw=2.71
export IMPL_antenna_found_initial=270
export IMPL_drc=0
export IMPL_ys_flops=16500
export IMPL_ir_drop_mv=0.00303
export IMPL_grt_overflow=0
export IMPL_hold_class="flop to flop"
export IMPL_drtAntennaViolNets=0
export IMPL_comb_area_sq_um=131000
export IMPL_setup_violations=0
export IMPL_r2r_start="rr[75]"
export IMPL_ctsResizeCount=0
export IMPL_power_density_nw_per_um2=3.75
export IMPL_max_slew_margin_pct=3.72
export IMPL_yosysTopAreaCell="edfxtp_1"
export IMPL_status="finished, final reports clean"
export IMPL_wirelength_mm=2170
export IMPL_yosysTopAreaCellShare_pct=78.1
export IMPL_yosys_warnings=0
export IMPL_gp_congestion=1.02
export IMPL_netlist_cell_type_count=89
export IMPL_r2r_slack_ps=546010
export IMPL_std_cell_rows=460
export IMPL_dp_hpwl_mm=1410
export IMPL_fin_skew_ps=94.1
export IMPL_vias_per_cell=5.92
export IMPL_portBuffers=92
export IMPL_ys_area_sq_um=630000
export IMPL_dr_total_vias=314000
export IMPL_hold_path_depth=3
export IMPL_tightest_slew_ps=1430
export IMPL_ys_async_sr_fraction_pct=0
export IMPL_cts_tree="built"
export IMPL_post_drt_wl_per_cell_um=40.9
export IMPL_regArea_sq_um=494000
export IMPL_grt_pass1_wl_mm=2910
export IMPL_placement_cell_area_sq_um=670000
export IMPL_crit_path_cell_trace="clkdlybuf4s50_1 -> nor2b_1 -> nand4_1 -> buf_4 -> buf_4 -> nor2_4 -> buf_4"
export IMPL_drv_slew=0
export IMPL_timing_rr_end="o_rd_data[1]"
export IMPL_cp_data_required_time_ps=556610
export IMPL_grt_usage_pct=30.2
export IMPL_crit_path_end_kind="flop"
[power breakdown]
group	switching (mW)	total (mW)	internal, mW
clock	0.466	1.10	0.636
combinational	0.151	0.241	0.0903
sequential	0.000822	1.37	1.37
total	0.618	2.71	2.09
[cells in the final DEF, fill, tap and decap left out, types with 40 or more instances in the layout]
master / instances
o21ai_0: 122
clkbuf_16: 1703
o22ai_1: 372
bufinv_16: 169
clkinv_2: 313
mux2_2: 50
clkdlybuf4s50_1: 58
a21oi_1: 370
clkbuf_1: 318
nor2b_1: 66
a32oi_1: 40
nor2_4: 532
edfxtp_1: 16400
nand4_1: 89
mux4_2: 3767
a31oi_1: 46
mux2i_1: 1200
diode_2: 703
nor4_1: 43
a22oi_1: 780
dfxtp_1: 110
buf_12: 40
nor3_1: 128
nand3_1: 299
a22o_1: 103
buf_4: 2146
nand2_1: 497
nor2_1: 266
a221oi_1: 81
nor4_2: 45
clkinv_1: 384
a211oi_1: 96
[worst min-delay path: cells and delay by family (launching register included)]
kind / cells / cell delay, ps
flip-flops: 1 / 460
buffers and inverters: 2 / 430
AND/OR/NAND/NOR: 1 / 90
[worst max-delay path by stage]
stage | startpoint | to | slack [ps] | cells after the start
6_report | i_wr_en | rw[10703] | 440490 | 7
5_1_grt | i_wr_en | rw[10690] | 440520 | 7
4_1_cts | i_wr_en | rw[10698] | 440710 | 7
[kinds of logic after synthesis]
kind of cell / count (synthesis) / synth area share [%]
xor gates and xnor gates: 22 / 0.0306
buffers and inverters: 1691 / 1.61
muxes: 5049 / 15.6
adders and majority gates: 36 / 0.0739
and+or+nand+nor: 2277 / 1.65
AOI/OAI and AO/OA: 2351 / 2.61
DFF: 16500 / 78.4
[metrics by stage]
step	hold WS (ps)	instances	utilization [%]	setup slack [ps]
2_1_floorplan	414	27900	-	441850
3_3_place_gp	432	49300	42.7	439310
3_5_place_dp	423	49300	42.7	439300
4_1_cts	223	52300	46.0	440710
5_1_grt	237	52800	46.1	440520
6_report	266	53000	46.1	440490
[cell usage after synthesis (all sizes together) (34+ instances only)]
| cell type | n |
|---|---|
| o21ai | 140 |
| mux4 | 3795 |
| ha | 34 |
| buf | 1170 |
| mux2i | 1204 |
| o22ai | 373 |
| nand2 | 540 |
| inv | 40 |
| nor3 | 164 |
| nand3 | 305 |
| nor2b | 85 |
| a32oi | 40 |
| a221oi | 87 |
| nor4 | 93 |
| clkbuf | 479 |
| dfxtp | 112 |
| edfxtp | 16400 |
| a21oi | 376 |
| o211ai | 39 |
| a22o | 103 |
| a31oi | 46 |
| a2111oi | 59 |
| a22oi | 780 |
| a211oi | 110 |
| nand4 | 89 |
| nor2 | 817 |
| mux2 | 50 |
[what timing repair did]
item,CTS,global route
hold endpoints to repair,8,0
endpoints found under the setup margin,0,0
hold buffers,8,0
setup buffers,0,0
[final cells by class]
type,instances,area share (%)
inverters,42,0.0242
multi-input cells,9735,18.1
diodes,703,0.243
clock inverters,930,1.20
flip-flops and latches,16500,68.3
well taps,20800,3.59
clock buffers,2023,6.05
repair buffers,2284,2.49
[flip-flops by register name, indices dropped and copies added (netlist names)]
register	count
o_rd_data	32
rr	30
o_wr_data_cnt	10
o_rd_data_cnt	10
rw	16404
rrn	10
[per-layer routing]
| metal | track usage [%] | routed length, um | vias to the layer above | share of wire (%) |
|---|---|---|---|---|
| li1 | - | - | 125000 | - |
| met1 | 27.4 | 543000 | 158000 | 25 |
| met2 | 39.6 | 930000 | 26200 | 43 |
| met3 | 30.3 | 497000 | 4794 | 23 |
| met4 | 18.2 | 175000 | 345 | 8.1 |
| met5 | 12.4 | 19300 | - | 0.89 |

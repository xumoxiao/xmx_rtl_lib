$ cat ./design.v
`timescale   1ns/1ps
module str_width_conv
#(
	parameter I_WIDTH 		= 10*8,
	parameter O_WIDTH 		= 8*8,
	parameter WORD_WIDTH	= 8
)
(
	input								i_clk,
	input								i_rst,
	input 	[I_WIDTH - 1 : 0]			s_axis_tdata,
	input 	[I_WIDTH/WORD_WIDTH - 1: 0]	s_axis_tkeep,
	input								s_axis_tlast,
	input								s_axis_tvld,
	output 								s_axis_trdy,
	output 	[O_WIDTH - 1 : 0]			m_axis_tdata,
	output 	[O_WIDTH/WORD_WIDTH - 1: 0]	m_axis_tkeep,
	output								m_axis_tlast,
	output								m_axis_tvld,
	input 								m_axis_trdy
);
	function integer log2 (input integer depth);
	begin
		for(log2 = 0; depth>0; log2 = log2 + 1) depth = depth >> 1;
	end
	endfunction
	function integer gcd (input integer k,input integer y);
		automatic integer t,r = 1,rr = 1;
	begin
		if(k>y) begin t = y;y =k;k = t; end
		while(r != 0)begin
			rr = r; r = y - k;
			if(r > k)begin y = r; end
			else begin y = k; k = r; end
		end		
		gcd = rr;
	end
	endfunction
	function integer lcm (input integer k,input integer y);
	begin
		lcm = (k*y/gcd(k,y));
	end
	endfunction
	localparam LCM			= lcm(O_WIDTH,I_WIDTH); 	
	localparam RAM_DEPTH 	= LCM/WORD_WIDTH;
	localparam RD_WIDTH	 	= log2(RAM_DEPTH);
	localparam I_CNT_WIDTH	= log2(I_WIDTH);
	localparam O_CNT_WIDTH	= log2(O_WIDTH);
	localparam I_DEPTH		= LCM/I_WIDTH;
	localparam O_DEPTH		= LCM/O_WIDTH;
	localparam I_UINT		= I_WIDTH/WORD_WIDTH;
	localparam O_UINT		= O_WIDTH/WORD_WIDTH;
	localparam PRE_WIDTH	= log2(I_UINT + O_UINT);
	typedef struct {
		logic 								rcv_last;
		logic [I_WIDTH - 1 : 0] 			buff 		[I_DEPTH - 1 : 0];
		logic 								buff_last;
		logic [I_CNT_WIDTH - 1 : 0]			inp_cnt;
		logic [RD_WIDTH - 1 : 0]			inp_ofs;
		logic 								inp_flag;
		logic [O_CNT_WIDTH - 1 : 0]			oup_cnt;
		logic [RD_WIDTH - 1 : 0]			oup_ofs;
		logic 								oup_flag;
		logic [O_WIDTH - 1 : 0]				tx_data;
		logic [O_UINT - 1 : 0] 				tx_keep;
		logic 								tx_vld;
		logic 								tx_last;
		logic [RD_WIDTH - 1 : 0]			buff_cnt;
		logic [PRE_WIDTH - 1 : 0]			oup_pre_cnt;
  	} str_width_conv_s;
  	str_width_conv_s r,rn;
	logic [LCM - 1 : 0] 				tt_reg;
	logic [O_WIDTH - 1 : 0] 			oup_buff 		[O_DEPTH - 1 : 0];
	logic pre_rdy;
	logic buff_vld,buff_rdy,buff_last;
	integer i, k;
	genvar j;
	always_comb begin	
		rn = r;
		if(s_axis_tvld & s_axis_trdy) begin
			rn.inp_ofs = r.inp_ofs + I_UINT;
			if(r.inp_ofs + I_UINT >= RAM_DEPTH)begin
				rn.inp_ofs 	= r.inp_ofs + I_UINT - RAM_DEPTH;
				rn.inp_flag	= !r.inp_flag;
			end
			rn.inp_cnt = r.inp_cnt + 1'b1;
			if(r.inp_cnt == I_DEPTH - 1)begin
				rn.inp_cnt = {I_CNT_WIDTH{1'b0}};
			end
			rn.buff[r.inp_cnt] 		= s_axis_tdata;
			rn.rcv_last 			= s_axis_tlast;  
		end
		if(m_axis_tvld & m_axis_trdy)begin
			rn.tx_vld 	= 1'b0;
			rn.tx_last 	= 1'b0;
		end
		if(buff_vld & buff_rdy) begin
			rn.oup_ofs 	= r.oup_ofs + O_UINT;
			if(r.oup_ofs + O_UINT >= RAM_DEPTH)begin
				rn.oup_ofs 	= r.oup_ofs + O_UINT - RAM_DEPTH;
				rn.oup_flag	= !r.oup_flag;
			end
			rn.oup_cnt = r.oup_cnt + 1'b1;
			if(r.oup_cnt == O_DEPTH - 1)begin
				rn.oup_cnt = {O_CNT_WIDTH{1'b0}};
			end
			rn.tx_data 	= oup_buff[r.oup_cnt];
			rn.tx_vld  = 1'b1;
			rn.tx_keep = {O_UINT{1'b1}};
			if(buff_last == 1'b1) begin
				for(i = 0; i < O_UINT; i = i + 1) begin
					if(i >= r.buff_cnt) begin
						rn.tx_keep[i] = 1'b0;
					end
				end
				rn.tx_last = 1'b1;
				rn.rcv_last= 1'b0;
			end
			if(O_WIDTH < I_WIDTH) begin
				rn.oup_pre_cnt = r.oup_ofs + O_UINT;
				if(r.oup_pre_cnt + O_UINT >= I_UINT) begin
					rn.oup_pre_cnt = r.oup_pre_cnt + O_UINT - I_UINT;
				end
			end
		end
		if(buff_vld & buff_rdy & buff_last) begin
			rn.inp_cnt		= {I_CNT_WIDTH{1'b0}};
			rn.inp_ofs 		= {RD_WIDTH{1'b0}};
			rn.inp_flag		= 1'b0;
			rn.oup_cnt		= {O_CNT_WIDTH{1'b0}};
			rn.oup_ofs 		= {RD_WIDTH{1'b0}};
			rn.oup_flag		= 1'b0;
			rn.oup_pre_cnt  = {PRE_WIDTH{1'b0}};
		end
		rn.buff_cnt = rn.inp_ofs - rn.oup_ofs;
		if(rn.inp_flag ^ rn.oup_flag) begin  
			rn.buff_cnt = RAM_DEPTH - rn.oup_ofs + rn.inp_ofs;
		end
	end
	assign pre_rdy  = (O_WIDTH >= I_WIDTH && (buff_vld & buff_rdy))? 1'b1:
					  (O_WIDTH < I_WIDTH && (buff_vld & buff_rdy) &&(r.oup_pre_cnt + O_UINT >= I_UINT))? 1'b1: 1'b0;
	assign buff_vld = (r.buff_cnt >= O_UINT || buff_last ) ? 1'b1: 1'b0;
	assign buff_rdy = (m_axis_trdy | !m_axis_tvld);
	assign buff_last= (r.buff_cnt <= O_UINT && r.rcv_last) ? 1'b1: 1'b0;
	generate
		for(j = 0; j < I_DEPTH; j = j + 1) begin
			assign tt_reg[(j+1)*I_WIDTH - 1 : j*I_WIDTH] = r.buff[j];
		end
		for(j = 0; j < O_DEPTH; j = j + 1) begin
			assign oup_buff[j]	= tt_reg[(j+1)*O_WIDTH - 1 : j*O_WIDTH];
		end
	endgenerate
	assign s_axis_trdy 	= (r.rcv_last == 1'b0)? (((RAM_DEPTH - r.buff_cnt) >= I_UINT) || pre_rdy == 1'b1) : 1'b0;
	assign m_axis_tdata = r.tx_data;
	assign m_axis_tkeep = r.tx_keep;
	assign m_axis_tlast = r.tx_last;
	assign m_axis_tvld	= r.tx_vld;
	always_ff @(posedge i_clk) begin
		r <= rn;
		if(i_rst == 1) begin
			r.buff_last	<= 1'b0;
			r.inp_cnt	<= {I_CNT_WIDTH{1'b0}};
			r.inp_ofs	<= {RD_WIDTH{1'b0}};
			r.inp_flag	<= 1'b0;
			r.oup_cnt	<= {O_CNT_WIDTH{1'b0}};
			r.oup_ofs	<= {RD_WIDTH{1'b0}};
			r.oup_flag	<= 1'b0;
			r.rcv_last	<= 1'b0;
			r.tx_keep	<= {O_UINT{1'b0}};
			r.tx_vld	<= 1'b0;
			r.tx_last	<= 1'b0;
			r.buff_cnt	<= {RD_WIDTH{1'b0}};
			r.tx_data	<= {O_WIDTH{1'b0}};
			for(k = 0; k < I_DEPTH; k = k + 1) begin
				r.buff[k]	<= {I_WIDTH{1'b0}};
			end	
			r.oup_pre_cnt <= {PRE_WIDTH{1'b0}};
		end
	end
endmodule
$ cat ./run.sh
#!/bin/bash
# OpenROAD 26Q1-2900-gdf79404cd8, Yosys 0.63+post, stock flow scripts
make -C /OpenROAD-flow-scripts/flow DESIGN_CONFIG=/design/flow/config.mk WORK_HOME=/design/flow/orfs finish
$ cat ./config.mk
export PLATFORM = sky130hd
export DESIGN_NAME = str_width_conv
export DESIGN_NICKNAME = str_width_conv
export VERILOG_FILES = /design/flow/design.v
export SDC_FILE = /design/flow/constraint.sdc
export NUM_CORES = 4
export LEC_CHECK = 1
export CORE_UTILIZATION = 40
export SYNTH_HDL_FRONTEND = slang
$ cat ./constraint.sdc
current_design str_width_conv

set clk_period 12.1
set clk_io_pct 0.2

create_clock -name clk0 -period $clk_period [get_ports {i_clk}]

set non_clock_inputs [all_inputs -no_clocks]
set_input_delay [expr $clk_period * $clk_io_pct] -clock clk0 $non_clock_inputs
set_output_delay [expr $clk_period * $clk_io_pct] -clock clk0 [all_outputs]
==> metrics.cfg <==
[drt]
wl_per_cell_um = 20.6
via_count = 15300
viasPerCell = 5.39
antenna_left = 0
drc = 0
drt-total-wl_um = 58300
drt_iter0_drc = 1181
antennaDiodeCount = 0
first_pass_iters = 5

[layout]
fillers = 4128
postLayoutCellArea_um2 = 21500
drive_above_1_share_pct = 8.69
fin_util_pct = 47.2
comb_area_um2 = 8360
flop_area_um2 = 8680
area_growth_pct = 16.0

[synthesis]
flop_cell = dfxtp_1
postSynthSeqShare_pct = 46.7
synth-edff-count = 0
synthDistinctLibCells = 53
synthArstFlopShare_pct = 0
ys_ff = 433
top_area_share_pct = 46.7
synth_area_um2 = 18600
yosys-stat-cells = 2192
syn_avg_cell_area_um2 = 8.47
top_cells_by_area = dfxtp_1 (47%), nand2_1 (14%), a21oi_1 (9.2%)
yosysWarnings = 0
synthCells = 2192
ys_area_um2 = 18600
top_area_cell = dfxtp_1

[cts]
cts_sinks = 433
cts-root-buf = clkbuf_16
cts_setup_buffers = 0
htreeDepth = 2
tritoncts = built
ctsResizeCount = 0
clock_path_buffers = 3
clk_latency_ps = 590
holdBufCountCts = 0
path_clk_slew_ps = 60
numCtsBuffers = 46

[pwr]
leakage_nw = 7.34
powerDensity_nw_per_um2 = 246
vdd_drop_max_v = 0.000152

[final_timing]
final.min_clock_period_ps = 6470
slew_headroom_pct = 33.5
maxSlewViolCount = 0
max_freq_ghz = 0.155
period_used_pct = 53.5
tns_ps = 0
setup_viol = 0
worst_pin_slew_ps = 997
hold_viol = 0
hold_ws_ps = 450
rsz0062_at_grt = no
finClkSkew_ps = 33.1

[grt]
grt_max_degree = 169
antenna_found_initial = 1
grt-ovfl-total = 0
grt_pass1_vias = 14500
grtUsageTotal_pct = 25.9
grt_pass1_wl_um = 88600

[place]
postPlaceCellArea_um2 = 20000
place_congestion = 0.860
dp_hpwl_um = 37500
portBuffers = 159

[worst_setup_path]
cp-start-kind = input pin
path_max_fanout = 4
crit_type = input pin to output pin
crit_arrival_ps = 4050
crit_path_end_kind = output pin
worstPathRequired_ps = 9680

[floorplan]
floorplanUtilization_pct = 40.7
die_area_um2 = 47300
dieHeight_um = 217
boundaryPins = 170
die_w_um = 217
rows = 78
coreArea_um2 = 45600

[outcome]
status = complete, no violations

[flow_run]
maxCapViolCount = 0
tool_warnings = 51

[hold_path]
hp-class = register to register

-- logic make-up after synthesis --
kind of cell / Yosys count / share of synthesized area (%)
AND-OR/OR-AND: 511 / 16.6
adder cells (fa/ha/maj): 30 / 2.18
buffers and inverters: 332 / 8.42
AND/OR/NAND/NOR: 792 / 16.8
flip-flops: 433 / 46.7
multiplexers: 69 / 8.06
XOR/XNOR: 25 / 1.25
-- where the power goes --
part	leakage [nW]	internal (mW)	switching (mW)
Clock	0.739	0.826	0.580
Sequential	3.52	1.70	0.193
Combinational	3.07	0.852	1.14
-- Yosys cell counts (13+ instances only) --
master and count:
nand2_1 668, buf_2 38, a221oi_1 64, xnor2_1 15, a211oi_1 68, dfxtp_1 433, buf_1 13, a21oi_1 341
clkbuf_1 117, nor2_1 65, buf_4 72, inv_1 92, ha_1 26, mux4_2 64
-- stage by stage --
step | setup slack, ps | std cells | power, mW
after global routing | 5490 | 2833 | 5.63
after CTS | 5620 | 2833 | 5.35
after global placement | 5640 | 2750 | 3.92
final | 5630 | 2833 | 5.30
after floorplan | 6340 | 2192 | 3.22
after detailed placement | 5640 | 2750 | 3.93
-- per-layer routing --
layer	routed length (um)	GRT usage, %	part of all wire (%)	vias to the layer above
met3	5470	8.95	9.4	100
met1	25000	38.0	43	7313
met2	25400	36.7	44	466
li1	-	-	-	7375
met5	13	0	0.022	-
met4	2390	8.64	4.1	2
-- final timing paths --
| kind | startpoint | endpoint | slack, ps | cells past startpoint |
|---|---|---|---|---|
| worst max-delay path | m_axis_trdy | s_axis_trdy | 5630 | 6 |
| worst min-delay path | register | register | 450 | 2 |
| worst max register to register | r[103] | r[10] | 7890 | 18 |
| worst min register to register | register | register | 450 | 2 |
-- worst max-delay path, cell delays in order --
cell and delay [ps]:
clkdlybuf4s50_1 460, nor2b_1 270, nor2_1 120, a2bb2oi_2 230
a21oi_1 130, clkdlybuf4s50_1 420
-- layout make-up --
class,instances,area share (%)
Clock buffer,74,6.44
Clock inverter,9,0.546
Inverter,92,1.60
Multi-Input combinational cell,1427,38.8
Sequential cell,433,40.3
Tap cell,600,3.49
Timing Repair Buffer,198,8.83
-- cell usage in the layout, fill, tap and decap left out, types with 9 or more instances in the layout --
master             n
ha_1              26
a21oi_1          341
xnor2_1           15
a211oi_1          68
clkbuf_1          16
clkdlybuf4s50_1  158
nand2_1          664
clkbuf_8          11
dfxtp_1          431
nor3_1            11
buf_4             38
xor2_1             9
a221oi_1          64
nor2_1            65
inv_1             91
o21ai_0           12
clkbuf_16         47
mux4_2            64
Power and IR drop assume default switching activity.
